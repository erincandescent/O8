==> flow/design.v <==
module o8_alu(
    op,
    left,
    right,
    result,
    cf_in,
    not_left,
    not_right,
    not_result,
    zf_out,
    cf_out,
    of_out,
    sf_out,
    pf_out,
);
parameter ALU_LEFT  = 0;    
parameter ALU_RIGHT = 1;    
parameter ALU_ADD   = 2;    
parameter ALU_AND   = 3;    
parameter ALU_XOR   = 4;    
parameter ALU_SHRL  = 5;    
parameter ALU_ADDL  = 6;
parameter ALU_LRX   = ALU_LEFT;
input  wire [2:0] op;
input  wire [7:0] left;
input  wire [7:0] right;
output wire [7:0] result;
input wire cf_in, not_left, not_right, not_result;
output wire zf_out, cf_out, of_out, sf_out, pf_out;
wire [8:0] lx, rx;
reg  [8:0] rsx;
assign lx       = { 1'b0, (not_left  ? ~left  : left)  };
assign rx       = { 1'b0, (not_right ? ~right : right) };
assign sxcarry  = { 8'b0, cf_in };
assign negone   = { 1'b0, {8{alu_not_right}} };
assign result   = not_result ? ~rsx : rsx;
always @* begin
    case(op)
        ALU_LEFT:       rsx <= lx;
        ALU_RIGHT:      rsx <= rx;
        ALU_ADD:        rsx <= lx + rx + { 8'b0, cf_in };
        ALU_AND:        rsx <= lx & rx;
        ALU_XOR:        rsx <= lx ^ rx;
        ALU_SHRL:       rsx <= lx >> 1;
        ALU_ADDL:       rsx <= lx + negone + sxcarry;
    endcase
end
assign cf_out = rsx[8];
assign zf_out = !(|result);
assign of_out = result[7] != left[7] && left[7] == right[7];
assign sf_out = result[7];
assign pf_out = ^result[7];
endmodule
==> flow/run.sh <==
#!/bin/bash
# OpenROAD 26Q1-2900-gdf79404cd8, Yosys 0.63+post, stock flow scripts
make -C /OpenROAD-flow-scripts/flow DESIGN_CONFIG=/design/flow/config.mk WORK_HOME=/design/flow/orfs finish
==> flow/config.mk <==
export PLATFORM = sky130hd
export DESIGN_NAME = o8_alu
export DESIGN_NICKNAME = o8_alu
export VERILOG_FILES = /design/flow/design.v
export SDC_FILE = /design/flow/constraint.sdc
export NUM_CORES = 4
export LEC_CHECK = 1
export CORE_UTILIZATION = 30
==> flow/constraint.sdc <==
current_design o8_alu

set clk_period 2.4
set clk_io_pct 0.2

create_clock -name clk0 -period $clk_period

set non_clock_inputs [all_inputs -no_clocks]
set_input_delay [expr $clk_period * $clk_io_pct] -clock clk0 $non_clock_inputs
set_output_delay [expr $clk_period * $clk_io_pct] -clock clk0 [all_outputs]
==> results.txt <==
impl run done, here's what came out: Final min period=2250 ps, ANT cells=0, endpoint class of the critical path=primary output, 1st-iter DRT viols=73, Die Height=73.4 um, dpl hpwl=3310 um, critical path class=input port to primary output, most used cell, CP=clkdlybuf4s50_1, Largest Register=rsx, cts hold-fix bufs=0, DIE WIDTH=73.4 um, main flop type=dlxtn_1, Largest register FFs=9, yosys warns=5, Post-Synthesis Cell Area=1530 um2, Total Power=0.494 mW, CP required=1920 ps, Boundary Pins=36, MaxCap Viol Count=0, fmax=444 MHz, register pins left without a clock=9, count of library flops with an enable pin=0, Log Warnings=32, port bufs=36, yosys stat chip area=1530 um2, final period utilization=93.8%, Worst Setup SP=left[7], cell taking the most area after synthesis=xor2_1, Initial DRT Pass Iterations=4, initial core utilization=31.7%, cells after synthesis=211, pwr dens=252 nW/um2, Max Fanout on Critical Path=2, CP Buf/Inv Count=2, Largest cells by area=xor2_1 (10%), dlxtn_1 (8.8%), ha_1 (7.4%), a21oi_1 (6.5%), xnor2_1 (4.6%), Vias/cell=5.09, final worst slack=149 ps, slowest cell delay on critical path=450 ps, RSZ-0062 raised after global routing=false, Routed WL=4130 um, first-pass GRT wire length=6680 um, GRT overflow=0, core area=4820 um2, RD Place Congestion=0.855, Cell Count, Final, Fillers Out=310, ys async rst share=0%, slowest cell on the critical path=clkdlybuf4s50_1, Final Max Slew Viols=0, final hold vios=0, outcome=finished, final reports clean, Slew Limit Headroom=45.1%, Worst-Margin Slew=821 ps, post-layout util=40.8%, family with the most delay on the worst path=buffers and inverters, Post-Place Worst Slack=-308 ps, flops out of synthesis=9, dpl cells=310, worst min-delay path class=input port to primary output, Area leader share=10.3%, initial antenna violation count=0, # rows=25, Post-DRT Antenna Nets=0, final hold slack=1630 ps, distinct lib cells=55, wire per inst=13.3 um, share of cells above drive strength 1=9.47%, GRT Resource Usage Total=16.0%, chip area=5390 um2, area grow syn2layout=28.4%, Mapped Avg Cell Area=7.25 um2, HP Start=not_result, Pleak=0.827 nW, # Cells Yosys=211, Worst VDD drop=149 uV, via count=1578, endpoints left unconstrained=10, final setup fails=0, critical path cell sequence=clkdlybuf4s50_1 > or3_1 > nand2_1 > clkdlybuf4s50_1, DRC errors left=0, WP data arrival=1770 ps, type of origin of the critical path=input port, biggest regs=rsx: 9 flops, largest net degree at the start of global routing=27, vias in the first global route=1398
[metrics by stage]
| step | TNS (ps) | instance area (um2) |
|---|---|---|
| floorplan | 0 | 1530 |
| global placement | -942 | 1970 |
| detailed placement | -1100 | 1970 |
| CTS | 0 | 1970 |
| global route | 0 | 1960 |
| finish | 0 | 1960 |
[cell families (layout without fill, tap and decap cells)]
group           after synthesis  count (layout)  share of synthesized area, %
compound gates               69              69                          30.5
xor+xnor                     30              30                          19.9
fa+ha+maj                    11              11                          9.98
buf+inv                      32              64                          9.25
latches                       9               9                          8.84
mux                           5               5                          3.36
simple gates                 55              55                          18.2
[path summary, 6_finish.rpt]
kind | slack, ps | to | cells after the start
hold / removal | 1630 | result[1] | 3
setup / recovery | 150 | of_out | 4
[tightest hold or removal path, stage by stage]
cell             delay (ps)
buf_2                   170
xor2_1                  100
clkdlybuf4s50_1         400
[report_power, final]
| group | internal, mW | total, mW | leakage (nW) | switching [mW] |
|---|---|---|---|---|
| Combinational | 0.228 | 0.480 | 0.755 | 0.252 |
| Clock | 0 | 0 | 0 | 0 |
| Sequential | 0.0129 | 0.0143 | 0.0722 | 0.00143 |
[synthesized netlist by cell type, drive strengths merged (3+ instances only)]
library cell	instances
a211oi	5
a21oi	20
a221oi	4
a31oi	5
buf	7
clkbuf	5
dlxtn	9
ha	9
inv	19
mux2i	4
nand2	11
nand2b	4
nand3	7
nor2	17
nor3	4
o21a	4
o21ai	11
o21bai	3
xnor2	10
xor2	20
[routing by layer]
metal	part of all wire (%)	up-vias	global-route usage (%)	routed length, um
met5	0	-	0	0
met4	0.34	0	0.641	14
met3	5.0	2	0.139	208
met2	46	51	26.5	1910
met1	48	703	24.8	2000
li1	-	822	-	-
[cell usage in the layout, fill, tap and decap left out, types with 3 or more instances in the layout]
| cell type | synthesis | final |
|---|---|---|
| a211oi_1 | 4 | 4 |
| inv_1 | 16 | 16 |
| a21oi_1 | 20 | 20 |
| xor2_1 | 18 | 18 |
| clkdlybuf4s50_1 | 0 | 35 |
| ha_1 | 9 | 9 |
| buf_4 | 2 | 8 |
| nor3_1 | 4 | 4 |
| o21a_1 | 4 | 4 |
| nor2_1 | 17 | 17 |
| o21bai_1 | 3 | 3 |
| nand2b_1 | 4 | 4 |
| nand2_1 | 11 | 11 |
| mux2i_1 | 4 | 4 |
| inv_2 | 3 | 3 |
| a221oi_1 | 3 | 3 |
| nand3_1 | 7 | 7 |
| o21ai_0 | 10 | 10 |
| a31oi_1 | 5 | 5 |
| xnor2_1 | 8 | 8 |
| dlxtn_1 | 9 | 9 |
[final cells by class]
class / count / area, um2
inverter: 20 / 76.3
sequential: 9 / 135
tap: 67 / 83.8
timing repair buffer: 44 / 415
fill: 533 / 2850
multi-input combinational: 170 / 1250
[repair_timing]
item | in CTS | in global routing
setup endpoints to repair | 8 | 1
pin swaps | 0 | 1
buffers inserted | 0 | 0
resized | 3 | 2
hold endpoints to repair | 0 | 0
Power is estimated from default activity; no workload was simulated.
